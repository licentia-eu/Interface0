File: ./run.sh
#!/bin/bash
# OpenROAD 26Q1-2900-gdf79404cd8, Yosys 0.63+post, stock flow scripts
make -C /OpenROAD-flow-scripts/flow DESIGN_CONFIG=/design/flow/config.mk WORK_HOME=/design/flow/orfs finish
File: ./design.v
module Interface0(
    input ZX_CLK,  
    input ZX_M1,   
    input ZX_MREQ,   
    input ZX_IORQ,   
    input ZX_RD,   
    input ZX_WR,   
    input [15:0] ZX_ADDR,  
    inout [7:0] ZX_DATA,  
    output ZX_INT,  
    output ZX_NMI,  
    output ZX_WAIT,  
    output ZX_RESET,  
    output ZX_BUSRQ,  
    input ZX_BUSACK,  
    output ZX_ROMCS,  
    output ZX_ROMCS1,  
    output ZX_ROMCS2,  
    input ZX_DRD,  
    input ZX_DWR,  
    input ZX_MTR,  
    input PI_MASTER_CLK,
    input PI_IO_CLK,
    inout PI_IO,
    input PI_MOSI,
    output PI_MISO,
    inout PI_GPIO1,
    inout PI_GPIO2,
    inout PI_GPIO3,
    inout PI_GPIO4,
    inout PI_GPIO5
    );
reg [7:0] ZX_DATA_reg = 8'd0;
reg setZxData         = 1'b0;
reg [13:0] pi_data    = 14'd0;
reg [4:0] bitsCounter = 5'd0;
reg [2:0] reset       = 3'd0;
reg piClk = 1'b0, piClkOld = 1'b0;
reg zxClk = 1'b0, zxClkOld = 1'b0;
reg m1    = 1'b0, m1Old    = 1'b0;
reg mosi  = 1'b0, mosiOld  = 1'b0;
reg miso  = 1'b0;
reg waitData  = 1'b0;
reg waitReply = 1'b0;
reg romcs     = 1'b0;
reg nmi       = 1'b0;
reg misoIoBit = 1'b0;
initial begin
  $monitor("t=%3d ZX CK=%b; M1=%b; MREQ=%b; IORQ=%b; RD=%b; WR=%b; ADDR=%b; DATA=%b; WAIT=%b; RESET=%b; ROMCS=%b, setZxData=%b",
            $time, ZX_CLK, ZX_M1, ZX_MREQ, ZX_IORQ, ZX_RD, ZX_WR, ZX_ADDR, ZX_DATA, ZX_WAIT, ZX_RESET, ZX_ROMCS, setZxData);
  $monitor("t=%3d IO_CK=%b; IO=%b; MOSI=%b; MISO=%b; misoIoBit=%b",
            $time, PI_IO_CLK, PI_IO, PI_MOSI, PI_MISO, misoIoBit);
end
assign ZX_ROMCS = ~|romcs;
assign ZX_WAIT  = ~|waitData;
assign ZX_RESET = ~|reset;
assign ZX_NMI   = ~|nmi;
assign ZX_DATA  = (!ZX_RD && setZxData) ? ZX_DATA_reg : 8'bZZZZZZZZ;
assign PI_MISO = miso;
assign PI_IO   = !PI_MOSI ? misoIoBit : 1'bz;
always @(posedge PI_MASTER_CLK) begin
  zxClkOld <= ZX_CLK;
  zxClk <= zxClkOld;
  if (zxClk == 1'b0 && zxClkOld == 1'b1) begin  
    if (nmi) begin
      m1Old <= ZX_M1;
      m1 <= m1Old;
      if (m1 == 0 && m1Old == 1) nmi <= 0; 
    end
    if (setZxData && ZX_RD) setZxData <= 0;
    if (|reset) reset <= reset - 1;
    if (!waitData && !setZxData) begin
      if (!ZX_ROMCS && !ZX_MREQ && !ZX_RD && ZX_ADDR[15:14] == 2'b00) begin
        bitsCounter <= 5'd13;
        waitData <= 1;
        pi_data <= ZX_ADDR[13:0];
        miso <= 1;  
        waitReply <= 1'b1;
      end
      if (!ZX_IORQ && (!ZX_RD || !ZX_WR)) begin
        if (ZX_ADDR == 16'd31) begin
          pi_data[13:5] <= {!ZX_RD, ZX_DATA};
          waitData <= !ZX_RD;
          waitReply <= !ZX_WR;
          bitsCounter <= 5'd9;
          miso <= 1;  
        end
      end
    end  
  end  
  piClkOld <= PI_IO_CLK;
  piClk <= piClkOld;
  if (piClk == 1'b0 && piClkOld == 1'b1) begin  
    if (PI_MOSI) begin  
      pi_data <= {pi_data[12:0], PI_IO};
      bitsCounter <= bitsCounter + 1;
    end else begin  
      bitsCounter <= bitsCounter - 1;
      misoIoBit <= pi_data[13];
      pi_data <= {pi_data[12:0], 1'b0};
      if (~|bitsCounter) begin
        miso <= 0;
        if (!waitReply) begin
          waitData <= 0;
        end
      end
    end
  end  
  mosiOld <= PI_MOSI;
  mosi <= mosiOld;
  if (mosi == 1'b0 && mosiOld == 1'b1) begin 
    bitsCounter <= 0;
  end else if (mosi == 1'b1 && mosiOld == 1'b0) begin  
    waitReply <= 1'b0;
    if (bitsCounter == 5'd4) begin  
      if (~|(pi_data[3:0] & 6'b1000)) begin
        romcs <= |(pi_data[3:0] & 6'b0001);
        reset <= (|(pi_data[3:0] & 6'b0010)) ? 3'b111 : 3'd0;
        nmi <= |(pi_data[3:0] & 6'b0100);
      end
    end else begin
      if (waitData && bitsCounter == 5'd8) begin
        ZX_DATA_reg <= pi_data[7:0];
        setZxData <= 1;
        waitData <= 0;
      end
    end
  end  
end
endmodule
File: ./constraint.sdc
current_design Interface0

set clk_period 2.8
set clk_io_pct 0.2

create_clock -name clk0 -period $clk_period [get_ports {PI_MASTER_CLK}]

set non_clock_inputs [all_inputs -no_clocks]
set_input_delay [expr $clk_period * $clk_io_pct] -clock clk0 $non_clock_inputs
set_output_delay [expr $clk_period * $clk_io_pct] -clock clk0 [all_outputs]
File: ./config.mk
export PLATFORM = sky130hd
export DESIGN_NAME = Interface0
export DESIGN_NICKNAME = Interface0
export VERILOG_FILES = /design/flow/design.v
export SDC_FILE = /design/flow/constraint.sdc
export NUM_CORES = 4
export LEC_CHECK = 1
export CORE_UTILIZATION = 40
==> Changelog: implementation <==
### Implementation results

- Register share after synthesis: a little over half
- Top cells by area: edfxtp_1 (36%), dfxtp_1 (17%), mux2_2 (5.2%)
- Yosys cell count: slightly above 200
- Placed Cells incl. Taps: roughly 300
- Asr flop ratio synth: 0%
- Netlist cell types: about 44
- Leading area contributor after synthesis: edfxtp_1
- Post-CTS Setup Inserts: 0
- GPL Wtd Cong: roughly 0.8
- Top-area cell share: a little over a third
- YS warnings: 9
- Post-CTS sizing: 0
- Predominant post-synthesis flop cell: edfxtp_1
- List of most frequent post-synthesis cells: nand2_1 (28), edfxtp_1 (26), dfxtp_1 (19)
- Most frequent cell after synthesis: nand2_1
- Number of unconstrained endpoints: 5
- I/O pins: 52
- Number of CTS-inserted buffers: 5
- FP Util: 42.2%
- Clk buf depth: 2
- Status: did not finish
- Exit stage: 4_1_cts
- Syn_area_per_cell: about 11 um^2
- Num rows: 26
- Placed Area: 2550 um^2
- IO buf count: 29
- FF+latch count, synth: between 40 and 50
- Die Ht: 75.9 um
- H-tree levels: 2
- CTS Hold Bufs: 0
- Clock root buffer: clkbuf_8
- Sink Count: 45
- Mapped cell area: approximately 2200 um^2
- Number of enable flip-flop cells: 26
- Tool Error: [error] [KeplerFormal.cpp:679] Workflow failed: Iso has multiple drivers: .PI_IO0, PI_IO$_DFFE_PP_.Q0
- Die width: 75.9 um
- HPWL after DPL: between 3 and 4 mm
- Synth Instances: between 200 and 250
- Chip Area, Yosys: 2180 um^2
==> logic make-up after synthesis <==
logic type / count (synthesis) / synth area share, %
adder cells (fa/ha/maj): 7 / 4.36
XOR/XNOR: 5 / 2.01
multiplexers: 19 / 9.29
flip-flops: 45 / 53.2
other: 1 / 0.172
AND/OR/NAND/NOR: 66 / 15.6
buffers and inverters: 25 / 5.45
AND-OR/OR-AND: 34 / 9.92
==> stage by stage <==
stage          utilization (%)  hold slack (ps)  power, mW  setup WS [ps]
3_5_place_dp              49.2              350       1.19            169
3_3_place_gp              49.2              340       1.19            209
2_1_floorplan                -              332       1.07            709
Power figures rest on the tool's default switching activity, not on a simulated workload.
